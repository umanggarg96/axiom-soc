===== constraint.sdc =====
current_design pwm

set clk_period 3.2
set clk_io_pct 0.2

create_clock -name clk0 -period $clk_period [get_ports {pclk}]

set non_clock_inputs [all_inputs -no_clocks]
set_input_delay [expr $clk_period * $clk_io_pct] -clock clk0 $non_clock_inputs
set_output_delay [expr $clk_period * $clk_io_pct] -clock clk0 [all_outputs]

===== run.sh =====
#!/bin/bash
# OpenROAD 26Q1-2900-gdf79404cd8, Yosys 0.63+post, stock flow scripts
make -C /OpenROAD-flow-scripts/flow DESIGN_CONFIG=/design/flow/config.mk WORK_HOME=/design/flow/orfs finish

===== config.mk =====
export PLATFORM = sky130hd
export DESIGN_NAME = pwm
export DESIGN_NICKNAME = pwm
export VERILOG_FILES = /design/flow/design.v
export SDC_FILE = /design/flow/constraint.sdc
export NUM_CORES = 4
export LEC_CHECK = 1
export CORE_UTILIZATION = 50

===== design.v =====
module pwm #(
    parameter CHANNELS = 1,
    parameter RESOLUTION = 16
)(
    input  wire                 pclk,
    input  wire                 presetn,
    input  wire                 psel,
    input  wire                 penable,
    input  wire  [31:0]         paddr,
    input  wire                 pwrite,
    input  wire  [3:0]          pstrb,
    input  wire  [31:0]         pwdata,
    output logic [31:0]         prdata,
    output logic                pready,
    output logic                pslverr,
    output wire [CHANNELS-1:0] pwm
);
    logic [RESOLUTION-1:0] counter;
    logic [RESOLUTION-1:0] duty_cycle;
    always @(posedge pclk) begin
        if(!presetn) begin
            prdata <= '0;
            pready <= '0;
            pslverr <= '0;
            duty_cycle <= 0;
        end else begin
            pready <= 1'b1;
            case(paddr)
                32'h0: begin
                    pslverr <= 1'b0;
                    if(psel && penable && pready && pwrite) duty_cycle <= pwdata;
                    if(psel && !pwrite) prdata <= duty_cycle;
                end
                default:
                    pslverr <= 1'b1;
            endcase
        end
    end
    always @(posedge pclk) begin
        if(!presetn)
            counter <= '0;
        else
            counter <= counter + 1;
    end
    assign pwm[0] = counter < duty_cycle;
endmodule

==> results.txt <==
Largest net degree at the start of global routing -> 52
Hold_ws -> 0.462 ns
Ys async rst share -> 0%
Final Cell Area -> 3320 um^2
Placer Congestion -> 0.834
Clk sinks -> 50
Cells after Synth -> 283
Ports -> 108
Most frequent logic cell in the layout -> clkdlybuf4s50_1
Iter 0 DRT Violations -> 60
Ys flop type -> dfxtp_1
Post-CTS Hold Fix Bufs -> 0
H-tree levels -> 2
Fill cells -> 392
OpenROAD warning count -> 46
Post-cts sizing count -> 0
Max stage delay on crit path -> 0.46 ns
Crit path cell chain -> ha_1, a21oi_1, o21ai_0, a211oi_1, o31a_1, clkdlybuf4s50_1
Max Cap Violations -> 0
Worst Clk Skew -> 0.00863 ns
Die Ht -> 73.0 um
Mean post-synth cell area -> 8.90 um^2
Crit path time final -> 2.77 ns
Worst Path Arrival -> 2.13 ns
Post-DP HPWL -> 3700 um
Synth cell types -> 33
Sum Neg Setup Slack -> 0 ns
Warnings from Yosys -> 1
RSZ-0062 raised after global routing -> false
Clk buf depth -> 2
Worst VDD drop -> 0.256 mV
Power per standard cell area -> 362 nW/um^2
Endpoints failing hold -> 0
Req. time, crit path -> 2.56 ns
CTS tree -> done
Global-route wire length before repair -> 8290 um
Post-layout util -> 69.5%
Tcrit/Tclk final -> 86.6%
Chip area -> 5330 um^2
N_diodes -> 0
Vias in the first global route -> 1925
Core area -> 4790 um^2
IO Port Bufs -> 71
Share of post-route cells with drive strength above 1 -> 4.24%
Top Layout Cells -> clkdlybuf4s50_1, nand2_1, dfxtp_1, mux2i_1
Status -> completed
Via density -> 4.87
Initial antenna violation count -> 0
Row cnt -> 25
GRT overflow -> 0
Width of the die -> 73.0 um
Clk slew on worst S/H paths -> 0.09 ns
P&R area growth vs syn -> 31.9%
Clk root buf -> clkbuf_8
Hold Crit Class -> reg2reg
Nature of the critical path startpoint -> flop
Mapped Area -> 2520 um^2
Total global-route track usage -> 20.2%
Post-route ant nets -> 0
CP max stage cell -> clkdlybuf4s50_1
Flip-flops with a built-in enable -> 0
Seq/Total Area, Yosys -> 39.7%
Pre-CTS WS -> 0.582 ns
Floorplan-stage core utilization -> 52.7%
Ys cells -> 283
Synth flops -> 50
Placed instance area -> 3200 um^2
Post-synth area from yosys stat -> 2520 um^2
Critical path capture point type -> output pin
Crit Path Class -> reg2out
Crit-path max FO -> 5
Max-slew violations -> 0
Leak pwr -> 1.22 nW
Final Worst Setup Slack -> 0.430 ns
Remaining DRCs -> 0
CTS buffer count -> 5
WL/cell -> 11.6 um
Via Count -> 2049
Buffers and inverters on the worst path -> 1
Total Wirelength -> 4890 um
Drt pass-1 iters -> 6
Latency at later pin -> 0.30 ns
CP top delay family -> AND-OR/OR-AND gates
Fmax -> 361 MHz
Setup violators final -> 0
Postcts setup bufs -> 0
==> per-layer routing <==
metal	GRT usage (%)	vias up	wire, um
met1	29.6	917	2370
li1	-	1070	-
met3	4.20	5	334
met2	32.9	57	2130
met4	1.74	0	48
met5	0	-	0
==> final cells by class <==
class / count / area, um^2 / area share (%)
timing repair buffer: 74 / 728 / 21.9
multi-input combinational: 206 / 1330 / 40.0
clock inverter: 2 / 38.8 / 1.17
clock buffer: 6 / 82.6 / 2.48
sequential: 50 / 1000 / 30.1
inverter: 16 / 60.1 / 1.81
tap: 67 / 83.8 / 2.52
==> report_power, final <==
group	switching (mW)	internal, mW	leakage, nW
Clock	0.212	0.257	0.0618
Sequential	0.00378	0.626	0.404
Combinational	0.0327	0.0724	0.758
==> path summary, 6_finish.rpt <==
| check | from | cells after the start | to | slack (ns) |
|---|---|---|---|---|
| hold reg to reg | prdata[4] | 2 | prdata[4] | 0.46 |
| hold / removal | prdata[4] | 2 | prdata[4] | 0.46 |
| setup / recovery | counter[11] | 6 | pwm[0] | 0.43 |
| setup reg to reg | counter[2] | 4 | counter[15] | 1.58 |
==> registers in the layout (all words and copies together) (netlist names) <==
signal / flops
prdata: 16
counter: 16
pready: 1
pslverr: 1
duty_cycle: 16
==> tightest hold or removal path: stages, from the launching register on <==
cell     delay [ns]
dfxtp_1        0.32
nand2_1        0.05
mux2i_1        0.05
==> Yosys cell counts (all sizes together), types with 2 or more instances <==
master / n / area, um^2
nand2: 59 / 221
dfxtp: 50 / 1000
mux2i: 32 / 320
buf: 19 / 168
ha: 16 / 200
inv: 16 / 60.1
nor2: 15 / 56.3
nor4: 10 / 68.8
a21oi: 9 / 45.0
nand4: 9 / 56.3
clkbuf: 7 / 26.3
o21ai: 7 / 35.0
xor2: 5 / 43.8
nor3: 4 / 31.3
xnor2: 4 / 35.0
or3: 3 / 18.8
a21o: 2 / 15.0
and2: 2 / 12.5
and3: 2 / 12.5
nand3: 2 / 10.0
==> metrics by stage <==
stage                     instances  power, mW
final                           421       1.20
after global routing            421       1.26
after CTS                       421       1.22
after detailed placement        413      0.751
after global placement          413      0.750
after floorplan                 298      0.687
==> cells by family after synthesis <==
logic type      count (synthesis)  share of synthesized area, %
flops                          50                          39.7
xor+xnor                        9                          3.13
buf+inv                        42                          10.1
mux                            32                          12.7
fa+ha+maj                      16                          7.94
other cells                     1                         0.149
compound gates                 23                          5.36
simple gates                  110                          20.9
Power figures rest on the tool's default switching activity, not on a simulated workload.
